## flow/run.sh

```bash
#!/bin/bash
# OpenROAD 26Q1-2900-gdf79404cd8, Yosys 0.63+post, stock flow scripts
make -C /OpenROAD-flow-scripts/flow DESIGN_CONFIG=/design/flow/config.mk WORK_HOME=/design/flow/orfs finish
```

## flow/config.mk

```make
export PLATFORM = sky130hd
export DESIGN_NAME = IR
export DESIGN_NICKNAME = IR
export VERILOG_FILES = /design/flow/design.v
export SDC_FILE = /design/flow/constraint.sdc
export NUM_CORES = 4
export LEC_CHECK = 1
export CORE_UTILIZATION = 50
```

## flow/constraint.sdc

```tcl
current_design IR

set clk_period 7.6
set clk_io_pct 0.2

create_clock -name clk0 -period $clk_period [get_ports {CLK}]

set non_clock_inputs [all_inputs -no_clocks]
set_input_delay [expr $clk_period * $clk_io_pct] -clock clk0 $non_clock_inputs
set_output_delay [expr $clk_period * $clk_io_pct] -clock clk0 [all_outputs]
```

## flow/design.v

```verilog
`timescale 1ns / 1ps
module IR(
    input RESET,
    input CLK,
    input [7:0] BUS_ADDR,
    inout [7:0] BUS_DATA,
    input BUS_WE,
    output IR_LED
    );
    wire packet_trigger;
    reg [3:0] ir_command;
    reg [3:0] color_selection;
    Send_Packet_Counter #(
        .COUNTER_WIDTH(24),
        .COUNTER_MAX(9999999)   
    ) pulse_gen_10Hz (
        .CLK(CLK),
        .RESET(RESET),
        .ENABLE(1'b1),
        .PULSE(packet_trigger)
    );
    IR_SM IR_sm (
        .CLK(CLK),
        .RESET(RESET),
        .COMMAND(ir_command),
        .ColorSwitchSelection(color_selection),
        .SEND_PACKET(packet_trigger),
        .IR_LED(IR_LED)
    );
    always @(posedge CLK) begin
        if (RESET) begin
            ir_command <= 4'b0000;
        end else if (BUS_WE) begin
            if (BUS_ADDR == 8'h90)
                ir_command <= BUS_DATA[3:0];
            else if (BUS_ADDR == 8'h91)
                color_selection <= BUS_DATA[7:4];
        end
    end
endmodule
`timescale 1ns / 1ps
module IR_SM(
    input CLK,    
    input RESET,
    input [3:0] COMMAND,               
    input SEND_PACKET,                 
    input [3:0] ColorSwitchSelection,  
    output IR_LED,                     
    output [3:0] Current_state         
    );
    assign Current_state = state_current;
    reg ir_led_signal;
    assign IR_LED = ir_led_signal;
    reg [3:0] state_current;
    reg [3:0] state_next;
    reg [3:0] command_buffer;
    reg [3:0] gap_counter;
    reg [15:0] pulse_divider_count;
    reg [24:0] state_duration_counter;
    reg [24:0] state_duration_target;
    reg pulse_out;
    reg duration_done;
    reg [7:0] burst_start;
    reg [5:0] burst_car_select;
    reg [5:0] burst_gap;
    reg [5:0] burst_assert;
    reg [5:0] burst_deassert;
    reg [10:0] pulse_divider_max;
    always @(posedge CLK) begin
        if (ColorSwitchSelection == 4'b0001) begin  
            burst_start       <= 88;
            burst_car_select  <= 22;
            burst_gap         <= 40;
            burst_assert      <= 44;
            burst_deassert    <= 22;
            pulse_divider_max <= 1250;
        end else if (ColorSwitchSelection == 4'b0010) begin  
            burst_start       <= 191;
            burst_car_select  <= 47;
            burst_gap         <= 25;
            burst_assert      <= 47;
            burst_deassert    <= 22;
            pulse_divider_max <= 1388;
        end else if (ColorSwitchSelection == 4'b0100) begin  
            burst_start       <= 88;
            burst_car_select  <= 44;
            burst_gap         <= 40;
            burst_assert      <= 44;
            burst_deassert    <= 22;
            pulse_divider_max <= 1332;
        end else if (ColorSwitchSelection == 4'b1000) begin  
            burst_start       <= 192;
            burst_car_select  <= 24;
            burst_gap         <= 24;
            burst_assert      <= 48;
            burst_deassert    <= 24;
            pulse_divider_max <= 1388;
        end
    end
    parameter STATE_WAIT      = 4'd0,
              STATE_START     = 4'd1,
              STATE_GAP       = 4'd2,
              STATE_CAR_SEL   = 4'd3,
              STATE_ASSERT    = 4'd4,
              STATE_DEASSERT  = 4'd5;
    initial begin  
        state_duration_target   = 0;
        state_duration_counter  = 0;
        state_current           = STATE_WAIT;
        state_next              = STATE_WAIT;
        pulse_divider_count     = 0;
        pulse_out               = 0;
        duration_done           = 0;     
        gap_counter             = 0;
        command_buffer          = 4'd0;
    end
    always @(posedge CLK) begin
        if (RESET)
            state_current <= STATE_WAIT;
        else
            state_current <= state_next;
    end
    always @(posedge CLK) begin
        if (duration_done)
            state_duration_counter <= 0;
        else
            state_duration_counter <= state_duration_counter + 1;
    end    
    always @(*) begin
        duration_done = (state_duration_counter == state_duration_target);
    end
    always @(posedge duration_done) begin
        if (state_current == STATE_START) begin
            gap_counter    <= 0;
            command_buffer <= COMMAND;
        end else if (state_current == STATE_CAR_SEL || 
                     state_current == STATE_ASSERT  || 
                     state_current == STATE_DEASSERT) begin
            gap_counter <= gap_counter + 1;
        end
    end
    always @(*) begin
        case (state_current)                  
            STATE_WAIT:     state_duration_target = 0;
            STATE_START:    state_duration_target = burst_start * 2 * 1389 - 1;
            STATE_GAP:      state_duration_target = burst_gap * 2 * 1389 - 1;
            STATE_CAR_SEL:  state_duration_target = burst_car_select * 2 * 1389 - 1;
            STATE_ASSERT:   state_duration_target = burst_assert * 2 * 1389 - 1;
            STATE_DEASSERT: state_duration_target = burst_deassert * 2 * 1389 - 1;
            default:        state_duration_target = 0;
        endcase
    end    
    always @(*) begin
        case (state_current)
            STATE_WAIT:
                state_next = SEND_PACKET ? STATE_START : STATE_WAIT;
            STATE_START:
                state_next = duration_done ? STATE_GAP : STATE_START;
            STATE_GAP: begin
                if (duration_done) begin
                    if (gap_counter == 0) begin
                        state_next = STATE_CAR_SEL;
                    end else if (gap_counter < 5) begin
                        state_next = command_buffer[gap_counter - 1] ? 
                                     STATE_ASSERT : STATE_DEASSERT;
                    end else begin
                        state_next = STATE_WAIT;
                    end
                end else begin
                    state_next = STATE_GAP;
                end
            end
            STATE_CAR_SEL:
                state_next = duration_done ? STATE_GAP : STATE_CAR_SEL;
            STATE_ASSERT:
                state_next = duration_done ? STATE_GAP : STATE_ASSERT;
            STATE_DEASSERT:
                state_next = duration_done ? STATE_GAP : STATE_DEASSERT;
            default:
                state_next = STATE_WAIT;
        endcase
    end
    always @(posedge CLK) begin
        if (pulse_divider_count == pulse_divider_max) begin
            pulse_out <= ~pulse_out;
            pulse_divider_count <= 0;
        end else begin
            pulse_divider_count <= pulse_divider_count + 1;
        end
    end
    always @(*) begin
        if (state_current == STATE_WAIT || state_current == STATE_GAP)
            ir_led_signal = 1'b0;
        else
            ir_led_signal = pulse_out;
    end
endmodule
`timescale 1ns / 1ps
module Send_Packet_Counter(
        CLK,
        RESET,
        ENABLE,
        PULSE,
        COUNT
);
    parameter COUNTER_WIDTH = 4;
    parameter COUNTER_MAX = 9;   
    input CLK;
    input RESET;
    input ENABLE;
    output PULSE; 
    output [COUNTER_WIDTH-1:0] COUNT;
    reg [COUNTER_WIDTH-1:0] count_value;
    reg Trigger_out;
    always@(posedge CLK) begin
        if(RESET)
            count_value <= 0;
        else begin
            if(ENABLE) begin
                if(count_value == COUNTER_MAX)
                    count_value <= 0;  
                else
                    count_value <= count_value + 1;
            end
        end
    end
    always@(posedge CLK) begin
         if(RESET) begin
               Trigger_out <= 0;
               end
         else begin
               if(ENABLE && (count_value == COUNTER_MAX)) begin  
                   Trigger_out <= 1;
               end
               else begin
                   Trigger_out <= 0;
               end
         end
    end
    assign PULSE = Trigger_out;
endmodule
```

==> out/results.txt <==
status -> did not finish
Stop stage -> global routing
Stop Error -> [ERROR RSZ-0074] Failed to build tree from global routes for pin 'BUS_DATA[7]' and net 'BUS_DATA[7]' at grid (44850, 148350): found route to 2 pins, expected 1
largest net degree at the start of global routing -> 35
register pins left without a clock -> 8
post-CTS setup buffers -> 0
total CTS buffers -> 9
asr flop ratio synth -> 0
yosys synthesis chip area -> 11800 sq um
starting density of the core -> 0.517
YS warnings -> 3
row count -> 55
Distinct cells, synth -> 98
Resized cells post-CTS -> 0
Mapped Cells -> 1469
GPL Wtd Cong -> 0.992
Synthesized registers -> 101
EDFF count, synth -> 9
worst slack at placement -> 0.536 ns
htree depth -> 3
Die X -> 156 microns
I/O Pins -> 20
endpoints left unconstrained -> 20
Clock Tree Buf Depth -> 2
die height -> 156 microns
Dominant flop cell -> dfxtp_1
Cell Area, Synth -> 11800 sq um
# Cells Yosys -> 1469
hold_buf cts -> 0
Buffers on Ports -> 11
Post-synth seq share -> 0.178
post-synthesis area per instance -> 8.06 sq um
DP HPWL -> 25.3 mm
clk root buf -> clkbuf_16
Placed Cells -> 1750
synth_stat cells, drive strengths merged (11+ instances only):
cell type / number / area, sq um
a211oi: 26 / 218
a21o: 26 / 195
a21oi: 66 / 330
and2: 14 / 87.6
and3: 27 / 169
buf: 13 / 71.3
clkbuf: 46 / 173
dfxtp: 92 / 1840
fa: 37 / 741
ha: 117 / 1460
inv: 77 / 292
mux2i: 23 / 230
nand2: 82 / 308
nand2b: 24 / 150
nand3: 64 / 320
nand4: 29 / 181
nor2: 150 / 563
nor2b: 18 / 113
nor3: 38 / 195
nor3b: 14 / 105
nor4: 18 / 134
o211ai: 24 / 185
o21a: 11 / 82.6
o21ai: 69 / 345
or2: 11 / 68.8
or3: 25 / 156
xnor2: 74 / 648
xor2: 65 / 569
metrics by stage:
stage                     hold slack [ns]  area (sq um)  utilization
after floorplan                     0.428         11800            -
after global placement              0.450         12200        0.533
after detailed placement            0.448         12200        0.533
after CTS                           0.465         12600        0.548
cell families after synthesis:
kind of cell             count (synthesis)  share of synthesized area
AND/OR/NAND/NOR                        554                      0.246
AND-OR/OR-AND                          355                      0.214
multiplexers                            27                     0.0233
adder cells (fa/ha/maj)                156                      0.188
XOR/XNOR                               140                      0.105
flip-flops                             101                      0.178
buffers and inverters                  136                     0.0452
